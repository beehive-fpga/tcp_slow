[design/flow/run.sh]
#!/bin/bash
# OpenROAD 26Q1-2900-gdf79404cd8, Yosys 0.63+post, stock flow scripts
make -C /OpenROAD-flow-scripts/flow DESIGN_CONFIG=/design/flow/config.mk WORK_HOME=/design/flow/orfs finish
[design/flow/config.mk]
export PLATFORM = sky130hd
export DESIGN_NAME = tcp_rx_ctrl
export DESIGN_NICKNAME = tcp_rx_ctrl
export VERILOG_FILES = /design/flow/design.v
export SDC_FILE = /design/flow/constraint.sdc
export NUM_CORES = 4
export LEC_CHECK = 1
export CORE_AREA = 10 10 70 70
export DIE_AREA = 0 0 80 80
[design/flow/constraint.sdc]
current_design tcp_rx_ctrl

set clk_period 1.0
set clk_io_pct 0.2

create_clock -name clk0 -period $clk_period [get_ports {clk}]

set non_clock_inputs [all_inputs -no_clocks]
set_input_delay [expr $clk_period * $clk_io_pct] -clock clk0 $non_clock_inputs
set_output_delay [expr $clk_period * $clk_io_pct] -clock clk0 [all_outputs]
[design/flow/design.v]
module tcp_rx_ctrl (
     input clk
    ,input rst
    ,input  logic                           rx_tcp_hdr_val
    ,output logic                           rx_hdr_rdy
    ,output logic                           tcp_rx_dst_hdr_val
    ,input  logic                           dst_tcp_rx_hdr_rdy
    ,output logic                           read_flow_cam_val
    ,input  logic                           read_flow_cam_hit
    ,output logic                           curr_rx_state_rd_req_val
    ,input  logic                           curr_rx_state_rd_req_rdy
    ,input  logic                           curr_rx_state_rd_resp_val
    ,output logic                           curr_rx_state_rd_resp_rdy
    ,output logic                           next_rx_state_wr_req_val
    ,input  logic                           next_rx_state_wr_req_rdy
    ,output logic                           curr_tx_state_rd_req_val
    ,input  logic                           curr_tx_state_rd_req_rdy
    ,input  logic                           curr_tx_state_rd_resp_val
    ,output logic                           curr_tx_state_rd_resp_rdy
    ,output logic                           rx_pipe_rx_head_ptr_rd_req_val
    ,input  logic                           rx_head_ptr_rx_pipe_rd_req_rdy
    ,input  logic                           rx_head_ptr_rx_pipe_rd_resp_val
    ,output logic                           rx_pipe_rx_head_ptr_rd_resp_rdy
    ,output logic                           rx_pipe_rx_tail_ptr_wr_req_val
    ,input  logic                           rx_tail_ptr_rx_pipe_wr_req_rdy
    ,output logic                           rx_pipe_rx_tail_ptr_rd_req_val
    ,input  logic                           rx_tail_ptr_rx_pipe_rd_req_rdy
    ,input  logic                           rx_tail_ptr_rx_pipe_rd_resp_val
    ,output logic                           rx_pipe_rx_tail_ptr_rd_resp_rdy
    ,output logic                           rx_pipe_tx_head_ptr_wr_req_val
    ,input                                  tx_head_ptr_rx_pipe_wr_req_rdy
    ,output logic                           ctrl_datap_save_input
    ,output logic                           ctrl_datap_save_flow_state
    ,output logic                           ctrl_datap_save_calcs
    ,output logic                           rx_sched_update_val
    ,input  logic                           sched_rx_update_rdy
    ,output logic                           store_flowid_cam
    ,output logic                           slow_path_val
    ,input  logic                           slow_path_rdy
    ,input  logic                           slow_path_done_val
    ,output logic                           slow_path_done_rdy
);
    typedef enum logic[3:0] {
        READ_FLOW_TABLE = 4'd0,
        READ_STATE = 4'd1,
        START_NEW_FLOW_SETUP = 4'd2,
        WAIT_NEW_FLOW_SETUP = 4'd3,
        WAIT_STATE_RESP = 4'd4,
        CALCULATE = 4'd5,
        WRITEBACK = 4'd6,
        SCHEDULE = 4'd7,
        PKT_OUT = 4'd8,
        UND = 'X
    } state_e;
    state_e state_reg;
    state_e state_next;
    always_ff @(posedge clk) begin
        if (rst) begin
            state_reg <= READ_FLOW_TABLE;
        end
        else begin
            state_reg <= state_next;
        end
    end
    always_comb begin
        read_flow_cam_val = 1'b0;
        ctrl_datap_save_input = 1'b0;
        ctrl_datap_save_flow_state = 1'b0;
        ctrl_datap_save_calcs = 1'b0;
        tcp_rx_dst_hdr_val = 1'b0;
        curr_rx_state_rd_req_val = 1'b0;
        curr_tx_state_rd_req_val = 1'b0;
        rx_pipe_rx_head_ptr_rd_req_val = 1'b0;
        rx_pipe_rx_tail_ptr_rd_req_val = 1'b0;
        rx_pipe_rx_tail_ptr_wr_req_val = 1'b0;
        rx_pipe_tx_head_ptr_wr_req_val = 1'b0;
        curr_tx_state_rd_resp_rdy = 1'b0;
        curr_rx_state_rd_resp_rdy = 1'b0;
        rx_pipe_rx_head_ptr_rd_resp_rdy = 1'b0;
        rx_pipe_rx_tail_ptr_rd_resp_rdy = 1'b0;
        next_rx_state_wr_req_val = 1'b0;
        rx_hdr_rdy = 1'b0;
        slow_path_val = 1'b0;
        slow_path_done_rdy = 1'b0;
        store_flowid_cam = 1'b0;
        rx_sched_update_val = 1'b0;
        state_next = state_reg;
        case (state_reg)
            READ_FLOW_TABLE: begin
                rx_hdr_rdy = 1'b1;
                ctrl_datap_save_input = 1'b1;
                read_flow_cam_val = rx_tcp_hdr_val;
                store_flowid_cam = 1'b1;
                if (rx_tcp_hdr_val) begin
                    if (read_flow_cam_hit) begin
                        state_next = READ_STATE;
                    end
                    else begin
                        state_next = START_NEW_FLOW_SETUP;
                    end
                end
            end
            READ_STATE: begin
                curr_rx_state_rd_req_val = 1'b1;
                curr_tx_state_rd_req_val = 1'b1;
                rx_pipe_rx_head_ptr_rd_req_val = 1'b1;
                rx_pipe_rx_tail_ptr_rd_req_val = 1'b1;
                curr_tx_state_rd_resp_rdy = 1'b1;
                curr_rx_state_rd_resp_rdy = 1'b1;
                rx_pipe_rx_head_ptr_rd_resp_rdy = 1'b1;
                rx_pipe_rx_tail_ptr_rd_resp_rdy = 1'b1;
                if (curr_rx_state_rd_req_rdy & curr_tx_state_rd_req_rdy & 
                    rx_head_ptr_rx_pipe_rd_req_rdy & rx_tail_ptr_rx_pipe_rd_req_rdy) begin
                    state_next = WAIT_STATE_RESP;
                end
            end
            START_NEW_FLOW_SETUP: begin
                slow_path_val = 1'b1;
                if (slow_path_rdy) begin
                    state_next = WAIT_NEW_FLOW_SETUP;
                end
            end
            WAIT_NEW_FLOW_SETUP: begin
                slow_path_done_rdy = 1'b1;
                if (slow_path_done_val) begin
                    state_next = READ_FLOW_TABLE;
                end
            end
            WAIT_STATE_RESP: begin
                ctrl_datap_save_flow_state = 1'b1;
                if (curr_rx_state_rd_resp_val & curr_tx_state_rd_resp_val &
                  rx_head_ptr_rx_pipe_rd_resp_val & rx_tail_ptr_rx_pipe_rd_resp_val) begin
                    curr_rx_state_rd_resp_rdy = 1'b1;
                    curr_tx_state_rd_resp_rdy = 1'b1;
                    rx_pipe_rx_head_ptr_rd_resp_rdy = 1'b1;
                    rx_pipe_rx_tail_ptr_rd_resp_rdy = 1'b1;
                    state_next = CALCULATE;
                end
            end
            CALCULATE: begin
                ctrl_datap_save_calcs = 1'b1;
                state_next = WRITEBACK;
            end
            WRITEBACK: begin
                next_rx_state_wr_req_val = 1'b1;
                rx_pipe_rx_tail_ptr_wr_req_val = 1'b1;
                rx_pipe_tx_head_ptr_wr_req_val = 1'b1;
                if (next_rx_state_wr_req_rdy & rx_tail_ptr_rx_pipe_wr_req_rdy &
                    tx_head_ptr_rx_pipe_wr_req_rdy) begin
                    state_next = SCHEDULE;
                end
            end
            SCHEDULE: begin
                rx_sched_update_val = 1'b1;
                if (sched_rx_update_rdy) begin
                    state_next = PKT_OUT;
                end
            end
            PKT_OUT: begin
                tcp_rx_dst_hdr_val = 1'b1;
                if (dst_tcp_rx_hdr_rdy) begin
                    state_next = READ_FLOW_TABLE;
                end
            end
        endcase
    end
endmodule
==> run summary <==
Update from the flow run.

The portion of total power attributed to sequential cells is 42.2%. During I/O placement, the number of pins put on the boundary was 40. The synthesized netlist cell count is 50.

TritonCTS created 3 clock buffers. The total number of vias is 511. Across every metal layer, demand over resource in global routing totals 4.97%.

The worst-case max-slew headroom was logged as 88.8%. From left edge to right edge, the die measures 80 um. The cell total after placement is 137. In this run, post-CTS hold repair placed 0 buffers. The pin count of the biggest net entering global routing is 10. For this block, the initial DRC count from the detailed router was 9. In the power breakdown, the internal column shows 0.696 mW. The clock-pin slew of the registers on the worst-case setup and hold paths is 0.06 ns. The core region is 3420 um^2. Among all cell types in the netlist, the one instantiated most often is buf_4. The stage logs contain a warning count of 27.

Based on the critical path, the design can be clocked at up to 841 MHz. In this run the maximum-capacitance check reported violations numbering 0. The power spent charging and discharging nets is 0.196 mW.

The count of final setup violators is 12. dfxtp_1 takes more of the synthesized area than any other cell. The static power due to leakage is 0.454 nW. The part of the total power dissipated in the clock network is 31.4%. The yosys cell count is 50. The reg-to-reg startpoint is state_reg[5]. After floorplanning, the die was sized to cover 6400 um^2. The routed design ends up with an antenna cell count of 0.

The script logs the ratio of routed vias to standard cells as 3.48. The detailed placement HPWL is 1.34 mm. The synthesis warning total is 1.

The report gives the cell count of the worst hold path as 2. The routed design has 1.65 mm of wire. The root buffer cell is clkbuf_4. The synthesized netlist occupies a cell area of 457 um^2. The final number of max-transition violations is 0.

Per the OpenROAD floorplan log, the height of the die is 80 um. The launching element of the worst setup path is state_reg[5]. For this design the ratio of total power to cell area is 890 nW/um^2.

CTS saw 9 sinks. In the log, the iteration count for the first detailed-route pass is 4. The clock latency on the worst-skew pair is 0.26 ns. The beginning of the worst hold path is state_reg[3]. The area overhead of the layout relative to synthesis is 119%. Sorting the synthesized cells by how often they occur yields buf_4 (11), dfxtp_1 (9), a21oi_1 (5), nand2b_1 (5), nand2_1 (3).

The critical path is of the flop to primary output type. The remaining global-route overflow is 0. Measured on the finished design, the core utilization comes to 29.3%. The maximum count of clock buffers along a single path is 2. Yosys reports a chip area of 457 um^2. The maximum VDD drop is 0.000498 V.

The final instance count without filler cells is 147. The global placement routability congestion is 0.739. The path depth of the worst reg2reg path is 4. The final number of hold-violating endpoints is 0. The flip-flop count of the largest register, all copies and words added is 9.

The first global-routing pass estimated 2.52 mm of wire. After synthesis, the cell types taking the most area are dfxtp_1 (39%), buf_4 (18%), nand2b_1 (6.8%). Sequential cells were found to cover 39.5% of the synthesized design area. In this run, distinct cell masters in the synthesized netlist total 19. The layout cell share with drive strength beyond 1 is 53.5%. The switching share of total power is 22.0%. In this run the number of H-tree levels came out at 1.

The buffer_ports step reported a buffer count of 39. The post-synthesis register bit count is 9. The checks that failed: negative setup slack. Looking at the hold checks, the worst path lands on state_reg[7]. The combinational share of power is 26.4%. Yosys reports that the leading cell type by area covers 39.5% of the netlist area. The core utilization at floorplan is 13.4%. The fraction of synthesis flops using an asynchronous set or reset pin is 0%.

Per the timing report, the biggest fanout along the worst path comes to 4. The reg-to-reg critical path endpoint is state_reg[5]. Dividing the final minimum period by the clock period gives 119%. The post-route setup TNS is -0.935 ns. The flow ran to the end, but the final reports show violations.

The OpenROAD report gives the critical path a data arrival time of 0.99 ns. The DRC violation total left in the routed layout is recorded as 0. The pin closest to its max-slew limit shows a slew of 0.168 ns. The post-detailed-route count of antenna-violating nets is 0. The tightest min-delay check is of the flop to flop type. The mean area per synthesized cell is 9.13 um^2. The worst path in the final design needs a cycle of 1.19 ns, including I/O delays and setup. The type of destination of the critical path is a primary output. In the final routed layout, each cell accounts on average for 11.2 um. The final timing report gives a worst setup slack of -0.189 ns.

STA puts the critical path data required time at 0.80 ns. The worst setup path is launched from a flop. For the final database, setup skew stands at 0.00298 ns.

The number of global-route vias before repair is 543. Setup repair after global routing could not meet its margin everywhere. Yosys mapped a number of flops with a built-in enable equal to 0. In the synthesized netlist the dominant register cell turns out to be dfxtp_1. The initial antenna violation count came to 0.

STA reports a reg2reg setup slack of 0.02 ns. The floorplan has 21 rows. TritonCTS built the clock tree. Final hold analysis gives a worst-case slack of 0.468 ns.
[cell type report]
cell class	instances	area, um^2
clock buffer	4	26.3
tap	46	57.6
fill	381	2410
inverter	2	7.51
timing repair buffer	58	526
multi-input combinational	28	194
sequential	9	191
[cell families after synthesis]
family / after synthesis / synth area share (%)
DFF: 9 / 39.5
buffers and inverters: 13 / 19.7
AOI/OAI and AO/OA: 9 / 14.8
and+or+nand+nor: 19 / 26.0
[routing by layer]
metal	global-route usage (%)	part of all wire (%)	wire [um]	up-vias
met5	0	0	0	-
met4	0	0	0	0
met3	3.64	12	198	0
met2	7.87	45	748	24
met1	5.61	43	701	223
li1	-	-	-	264
[placed cells by master (no fill, tap or decap), drive strengths merged, types with 2 or more instances in the layout]
cell type	n
nor2b	2
dfxtp	9
clkdlybuf4s50	13
buf	33
dlygate4sd2	5
a21oi	5
clkbuf	8
nand2	3
nand3	2
nand2b	5
clkdlybuf4s15	3
inv	2
nand4	2
[worst max path at each step]
stage	depth (start not counted)	end	slack [ns]
final	3	curr_tx_state_rd_resp_rdy	-0.19
after global routing	3	curr_tx_state_rd_resp_rdy	-0.24
after CTS	3	curr_rx_state_rd_resp_rdy	-0.20
[stage by stage]
stage	power, mW	setup WS [ns]	cell area [um^2]
2_1_floorplan	0.447	0.120	457
3_3_place_gp	0.598	-0.705	920
3_5_place_dp	0.600	-0.732	920
4_1_cts	0.915	-0.204	1020
5_1_grt	0.954	-0.238	1000
6_report	0.892	-0.189	1000
[critical path, stage by stage (launching register included)]
cell,delay (ns)
dfxtp_2,0.33
buf_6,0.11
a21o_1,0.17
buf_2,0.12
[power by group through the flow]
stage	Sequential (mW)	Clock, mW	Combinational [mW]
4_1_cts	0.376	0.302	0.237
6_report	0.377	0.280	0.235
5_1_grt	0.377	0.321	0.255
[timing repair]
item / CTS / global route
setup endpoints to repair: 21 / 21
endpoints found under the hold margin: 0 / 0
pin swaps: 3 / 3
setup buffers: 7 / 0
gates resized: 86 / 8
Power figures rest on the tool's default switching activity, not on a simulated workload.
